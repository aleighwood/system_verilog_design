<file path="flow/run.sh">
#!/bin/bash
# OpenROAD 26Q1-2900-gdf79404cd8, Yosys 0.63+post, stock flow scripts
make -C /OpenROAD-flow-scripts/flow DESIGN_CONFIG=/design/flow/config.mk WORK_HOME=/design/flow/orfs finish
</file>
<file path="flow/config.mk">
export PLATFORM = sky130hd
export DESIGN_NAME = pc
export DESIGN_NICKNAME = pc
export VERILOG_FILES = /design/flow/design.v
export SDC_FILE = /design/flow/constraint.sdc
export NUM_CORES = 4
export LEC_CHECK = 1
export CORE_AREA = 10 10 71 71
export DIE_AREA = 0 0 81 81
</file>
<file path="flow/constraint.sdc">
current_design pc

set clk_period 1.8
set clk_io_pct 0.2

create_clock -name clk0 -period $clk_period [get_ports {CLK}]

set non_clock_inputs [all_inputs -no_clocks]
set_input_delay [expr $clk_period * $clk_io_pct] -clock clk0 $non_clock_inputs
set_output_delay [expr $clk_period * $clk_io_pct] -clock clk0 [all_outputs]
</file>
<file path="flow/design.v">
module pc(input logic CLK, reset, PCSrc,
          input logic [7:0] immediate,
          output logic [7:0] PC);
always_ff @ (posedge CLK) 
    begin
        if (reset) PC <= 8'b0;
        else PC <= (PCSrc)? immediate: PC + 1;
    end
endmodule
</file>
==> results.ini <==
[timing]
period_used_share = 0.827
worst_pin_slew_ns = 0.309
slew_headroom = 0.794
setup_viol = 0
finalClockSkew_ns = 0.00183
rsz0062_at_grt = no
finalMaxSlewViolations = 0
hold-worst-slack_ns = 0.515
fmax_mhz = 672
fin_tns_setup_ns = 0
hold_viol_final = 0
layout_min_cycle_time_ns = 1.49

[worst_setup_path]
max_stage_delay_ns = 0.51
cp-end-kind = output pin
r2r-start = PC[0]
crit_buf_inv = 1
critPathArrivalTime_ns = 1.13
required_ns = 1.44
critPathLaunchType = flop
critical_path.top_delay_family = buffers and inverters
critPathSlowestCell = clkdlybuf4s50_1
regToRegEndpoint = PC[6]
reg2reg_slack_ns = 0.38
reg2reg_depth = 4
crit_chain = clkdlybuf4s50_1
crit_type = reg2out
crit_fanout = 5

[worst_hold_path]
min_from = PC[7]
hold_depth = 2
hp-class = reg2reg
min_to = PC[7]

[detailed_routing]
drc_errors = 0
routed_wl_mm = 1.12
drtIter0Drc = 10
dr.pass1.iters = 2
ant_nets = 0
viasPerCell = 3.44
routedWlPerCell_um = 10.1
via_count = 382
num_antenna_cells = 0

[job]
cap_violations = 0
warnings = 25

[status]
status = finished clean

[final_layout]
largest_registers = PC (8)
layout-area-overhead-vs-synth_pct = 73.7
final_cell_mix = 18 x clkdlybuf4s50_1, 8 x dfxtp_1, 8 x nor2_1
finalNonFillerCells = 111
largest_reg_flops = 8
regMostFlops = PC
layout.cells.most_common = clkdlybuf4s50_1
fillerInstances = 410
drive_gt1_frac = 0.0635
final-seq-area_sq_um = 160
final-comb-area_sq_um = 200

[yosys]
synth_area_sq_um = 372
yosysCellCount = 44
ys_sh_mux = 0.0269
yosys_warnings = 1
synth_cell_types = 16
synthAoiAreaFrac = 0.178
yosys_area_sq_um = 372
ys_seq_frac = 0.431
postSynthRegisterBits = 8
ys_sh_simple = 0.229
logic_family = simple AND/OR/NAND/NOR gates
synth_cells = 44
syn_area_per_cell_sq_um = 8.45
ys_sh_adder = 0.0337
yosys.area_share.xor_xnor = 0.0707

[clock_network]
cts_buffers = 3
clock_path_buffers = 2
clk_latency_ns = 0.22
post_cts_buffers = 0
cts_root_buffer = clkbuf_8
tritoncts = done
clkSlewWorstSetupHoldPaths_ns = 0.04
cts.sinks = 8
cts-resized-gates = 0
htree_levels = 1
hold_buffers = 0

[grt]
grt_pass1_vias = 382
grt_overflow_total = 0
grt_antenna_before_repair = 0
grt_use_total = 0.0339
grt_pass1_wl_mm = 1.77
grt_max_degree = 12

[place]
place_inst = 108
dp_hpwl_um = 909
port_buffers = 18
place.gp.congestion = 0.655

[floorplan]
core_sq_mm = 0.00363
fp.dieArea_sq_mm = 0.00656
die_h_um = 81
die_width_um = 81
initCoreUtil = 0.102
num_rows = 22
io_pins = 19

[power_and_ir_drop]
p_sw_frac = 0.210
p_leak_nw = 0.224
power.density_mw_per_mm2 = 761
internal_power_w = 0.000388
ir_drop_v = 0.000363
pwr-share-seq = 0.420
comb_power_share = 0.155
switching_power_w = 0.000103
clockPowerShare = 0.425

## metal layers
metal | global-route usage | routed length [um] | vias to the layer above
met2 | 0.0382 | 364 | 20
met3 | 0.0256 | 167 | 0
met1 | 0.0506 | 585 | 167
met5 | 0 | 0 | -
li1 | - | - | 195
met4 | 0.00173 | 0 | 0
## logic make-up (layout without fill, tap and decap cells)
| kind of cell | count (synthesis) | after routing |
|---|---|---|
| and+or+nand+nor | 18 | 18 |
| AOI/OAI and AO/OA | 10 | 10 |
| DFF | 8 | 8 |
| xor gates and xnor gates | 3 | 3 |
| buffers and inverters | 3 | 22 |
| adders and majority gates | 1 | 1 |
| muxes | 1 | 1 |
## per-stage QoR
stage / utilization / power, W / setup WS, ns / area [sq um]
finish: 0.178 / 0.000491 / 0.311 / 646
global route: 0.178 / 0.000520 / 0.241 / 646
CTS: 0.178 / 0.000500 / 0.282 / 646
detailed placement: 0.166 / 0.000286 / 0.249 / 604
global placement: 0.166 / 0.000285 / 0.292 / 604
floorplan: - / 0.000230 / 0.516 / 372
## cell type report
type	count	share of cell area
repair buffers	18	0.279
well taps	48	0.0930
inverters	1	0.00581
multi-input cells	33	0.310
flip-flops and latches	8	0.248
clock buffers	3	0.0640
## Yosys cell counts (all sizes together)
cell    n  area share
o21ai   3       0.040
nand3   2       0.040
ha      1       0.034
or3     3       0.051
a21oi   2       0.027
nor2    8       0.081
a211oi  2       0.040
mux2i   1       0.027
xor2    3       0.071
clkbuf  2       0.020
inv     1       0.010
dfxtp   8        0.43
nand2   4       0.040
a311oi  3       0.071
nand4   1       0.017
## worst max-delay path by stage
| stage | endpoint | start | cells after the start |
|---|---|---|---|
| CTS | PC[3] | PC[3] | 1 |
| global route | PC[3] | PC[3] | 1 |
| finish | PC[4] | PC[4] | 1 |
## power by group through the flow
| stage | registers, W | clock network (W) | logic, W |
|---|---|---|---|
| final | 0.000206 | 0.000209 | 0.0000762 |
| after global routing | 0.000209 | 0.000224 | 0.0000860 |
| after CTS | 0.000206 | 0.000216 | 0.0000783 |
Power figures rest on the tool's default switching activity, not on a simulated workload.
