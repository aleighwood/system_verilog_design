===== flow/config.mk =====
export PLATFORM = sky130hd
export DESIGN_NAME = reg_file
export DESIGN_NICKNAME = reg_file
export VERILOG_FILES = /design/flow/design.v
export SDC_FILE = /design/flow/constraint.sdc
export NUM_CORES = 4
export LEC_CHECK = 1
export CORE_UTILIZATION = 30

===== flow/constraint.sdc =====
current_design reg_file

set clk_period 2.3
set clk_io_pct 0.2

create_clock -name clk0 -period $clk_period [get_ports {CLK}]

set non_clock_inputs [all_inputs -no_clocks]
set_input_delay [expr $clk_period * $clk_io_pct] -clock clk0 $non_clock_inputs
set_output_delay [expr $clk_period * $clk_io_pct] -clock clk0 [all_outputs]

===== flow/design.v =====
module reg_file (input logic [3:0] RA1, RA2, WA, 
                 input logic [7:0] ALUResult,
                 input logic write_enable,
                 input logic CLK,
                 output logic [7:0] RD1, RD2, cpu_out);
reg [7:0] register [0:15];
assign cpu_out = register[15];
assign RD1 = (RA1 != 4'd0)? register[RA1]: 8'd0;
assign RD2 = (RA2 != 4'd0)? register[RA2]: 8'd0;
always_ff @ (posedge CLK)
begin
if(write_enable && (WA>0))      register[WA] <= ALUResult;
end
endmodule

===== flow/run.sh =====
#!/bin/bash
# OpenROAD 26Q1-2900-gdf79404cd8, Yosys 0.63+post, stock flow scripts
make -C /OpenROAD-flow-scripts/flow DESIGN_CONFIG=/design/flow/config.mk WORK_HOME=/design/flow/orfs finish

==> flow_metrics.py <==
# Auto-generated metrics
metrics = {
    "setup_path": {
        "start_kind": "flip-flop",
        "cp-end-kind": "primary output",
        "path_buffers": 2,
        "max_stage_delay_ns": 0.50,
        "worstPathMaxFanout": 2,
        "cp.required_ns": 1.84,
        "cpMostUsedCell": "mux4_2",
        "critPathKind": "reg -> out",
        "cp.arrival_ns": 2.05,
        "cpMaxStageDelayCell": "mux4_2",
        "cp_top_family": "multiplexers",
        "crit_path_cell_trace": "buf_4, mux4_2, mux4_2, buf_2",
    },
    "yosys": {
        "ys_chip_area_um2": 5800,
        "ys.warnings.count": 1,
        "yosys.area.top_type": "edfxtp_1",
        "ys_seq_share_pct": 62.6,
        "synth_area_per_cell_um2": 21.3,
        "syn_inst": 273,
        "mux_area_share_pct": 29.3,
        "edf_count": 121,
        "flop_cell": "edfxtp_1",
        "topCellsByArea": "edfxtp_1 (63%), mux4_1 (14%), mux4_2 (12%)",
        "fa_ha_area_share_pct": 0,
        "synthArstFlopShare_pct": 0,
        "synth_flops": 121,
        "topCombFamilyByArea": "multiplexers",
        "synth.cell_area_um2": 5800,
        "yosys.area_share.aoi_pct": 3.02,
        "yosys-stat-cells": 273,
        "synth.distinct_cells": 27,
        "top_cell_area_share_pct": 62.6,
        "simple_gate_area_share_pct": 2.52,
        "xor_share_pct": 0,
    },
    "clocking": {
        "cts_made_buffers": 17,
        "cts_tree": "yes",
        "cts.sinks": 121,
        "cts.reportedPaths.clkPinSlew_ns": 0.06,
        "cts-root-buf": "clkbuf_16",
        "cts_buffer_depth": 2,
        "htree_levels": 4,
    },
    "grt": {
        "grt_max_degree": 17,
        "grt_usage_pct": 16.7,
        "grt_pass1_vias": 3731,
        "grt_pass1_wl_um": 22300,
        "antenna_found_initial": 0,
        "gr-total-overflow": 0,
    },
    "sta": {
        "rsz0062_at_grt": "yes",
        "setup_viol": 14,
        "min_period_ns": 2.51,
        "clock.fmax_mhz": 399,
        "worst_slack_ns": -0.206,
        "hold_viol": 0,
        "tightest_slew_ns": 0.538,
        "slew_viol_final": 0,
        "holdWs_ns": 0.917,
        "fin_setup_tns_ns": -1.89,
        "fin_crit_sh_pct": 109,
        "timing.slew.headroom_pct": 64.0,
    },
    "finish": {
        "lay_top_cells": "edfxtp_1 (121), buf_4 (68), mux4_2 (55), clkdlybuf4s50_1 (22), clkbuf_16 (17)",
        "top_register": "register",
        "drive_gt1_share_pct": 51.7,
        "lay_top_count": "edfxtp_1",
        "largest_reg_flops": 121,
        "reg.largest.list": "register x121",
        "final_core_util_pct": 41.4,
        "areaGrowthSynthToFinish_pct": 34.2,
    },
    "floorplan": {
        "coreArea_um2": 18800,
        "die_height_um": 141,
        "fp-utilization_pct": 30.8,
        "die_x_um": 141,
        "dieArea_um2": 19900,
        "num_rows": 50,
        "pin_count": 46,
    },
    "routing": {
        "drc": 0,
        "via_per_inst": 4.79,
        "vias": 3260,
        "drtPass1Iterations": 4,
        "drtAntennaViolNets": 0,
        "diodes": 0,
        "wirelength_um": 14800,
        "wl_per_cell_um": 21.7,
        "drt_iter0_drc": 178,
    },
    "placement": {
        "pre_cts_ws_ns": -0.815,
        "numPortBuffers": 45,
        "hpwl_um": 9510,
        "gp_congestion": 0.826,
    },
    "power_and_ir_drop": {
        "power_density_nw_per_um2": 707,
        "p_leak_nw": 2.71,
        "ir_drop_uv": 469,
    },
    "flow_run": {
        "warning_count": 27,
        "max_cap_violations": 0,
    },
    "worst_hold_path": {
        "worstHoldPathType": "in -> reg",
    },
    "run_status": {
        "status": "complete, but fails checks",
        "violations": "setup timing",
    },
}
## stage by stage
| step | std cells | power, mW | area [µm²] |
|---|---|---|---|
| 2_1_floorplan | 273 | 2.79 | 5800 |
| 3_3_place_gp | 613 | 3.06 | 6940 |
| 3_5_place_dp | 613 | 3.07 | 6940 |
| 4_1_cts | 679 | 5.56 | 7790 |
| 5_1_grt | 680 | 5.69 | 7790 |
| 6_report | 680 | 5.51 | 7790 |
## routing by layer
layer | global-route usage, % | up-vias | share of wire, %
li1 | - | 1468 | -
met4 | 2.17 | 0 | 1.6
met2 | 29.2 | 128 | 55
met3 | 8.20 | 13 | 9.3
met1 | 19.4 | 1651 | 34
met5 | 0 | - | 0
## cells in the mapped netlist (2+ instances only)
| master | number |
|---|---|
| mux2_2 | 12 |
| nor3_1 | 3 |
| a22o_1 | 14 |
| clkbuf_1 | 4 |
| buf_6 | 5 |
| nand3_1 | 3 |
| mux4_2 | 32 |
| buf_2 | 5 |
| buf_1 | 5 |
| nor2_1 | 13 |
| nand2b_1 | 3 |
| buf_8 | 2 |
| edfxtp_1 | 121 |
| a21oi_1 | 4 |
| nand3b_1 | 2 |
| mux2i_1 | 2 |
| nor2b_1 | 2 |
| mux2_1 | 3 |
| mux4_1 | 30 |
## path summary, 6_finish.rpt
kind / cells after the start / from / to / slack (ns)
worst min-delay path: 3 / WA[3] / register[15][6] / 0.92
worst max-delay path: 4 / register[15][5] / RD2[5] / -0.21
## where the power goes
part	internal, mW	switching [mW]
sequential	2.48	0.0183
combinational	0.341	0.234
clock	1.48	0.957
total	4.30	1.21
## timing repair
item                                    in CTS  in global routing
resized                                    108                  6
pin swaps                                    6                  0
gates cloned                                 4                  0
setup buffers                               30                  1
hold buffers                                 0                  0
endpoints found under the setup margin      16                 16
## worst min-delay path: stages
cell and delay [ns]:
clkdlybuf4s50_1 0.45, nand3_1 0.16, nor2_1 0.08
## cell type report
| cell class | count | area (µm²) |
|---|---|---|
| Fill cell | 1628 | 11000 |
| Timing Repair Buffer | 136 | 1310 |
| Clock inverter | 15 | 128 |
| Tap cell | 260 | 325 |
| Multi-Input combinational cell | 131 | 1970 |
| Clock buffer | 17 | 425 |
| Sequential cell | 121 | 3630 |
## cells by family (layout without fill, tap and decap cells)
family	after synthesis	count (layout)
other	1	1
flip-flops	121	121
multiplexers	79	79
AND-OR/OR-AND	22	22
buffers and inverters	21	168
AND/OR/NAND/NOR	29	29
No activity file was given, so power comes from the tool's default toggle rates.
